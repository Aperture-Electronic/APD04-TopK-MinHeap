**flow/run.sh**
```bash
#!/bin/bash
# OpenROAD 26Q1-2900-gdf79404cd8, Yosys 0.63+post, stock flow scripts
make -C /OpenROAD-flow-scripts/flow DESIGN_CONFIG=/design/flow/config.mk WORK_HOME=/design/flow/orfs finish
```
**flow/config.mk**
```make
export PLATFORM = sky130hd
export DESIGN_NAME = apd04_topk_minheap
export DESIGN_NICKNAME = apd04_topk_minheap
export VERILOG_FILES = /design/flow/design.v
export SDC_FILE = /design/flow/constraint.sdc
export NUM_CORES = 4
export LEC_CHECK = 1
export CORE_UTILIZATION = 50
export SYNTH_HDL_FRONTEND = slang
```
**flow/constraint.sdc**
```tcl
current_design apd04_topk_minheap

set clk_period 176.7
set clk_io_pct 0.2

create_clock -name clk0 -period $clk_period [get_ports {clk}]

set non_clock_inputs [all_inputs -no_clocks]
set_input_delay [expr $clk_period * $clk_io_pct] -clock clk0 $non_clock_inputs
set_output_delay [expr $clk_period * $clk_io_pct] -clock clk0 [all_outputs]
```
**flow/design.v**
```verilog
module apd04_dpsram
#(
    parameter  type T          = logic,
    parameter       WORDS      = 128,
    localparam      ADDR_WIDTH = $clog2(WORDS)
)
(
    input       logic                    clk,
    input       T                        a_din,
    output      T                        a_dout,
    input       logic                    a_wen,
    input             [ADDR_WIDTH - 1:0] a_waddr,
    input             [ADDR_WIDTH - 1:0] a_raddr,
    input       T                        b_din,
    output      T                        b_dout,
    input       logic                    b_wen,
    input             [ADDR_WIDTH - 1:0] b_waddr,
    input             [ADDR_WIDTH - 1:0] b_raddr
);
T ram [WORDS];
always_ff @(posedge clk) begin : ram_porta
    if (a_wen) begin
        ram[a_waddr] <= a_din;
    end
    a_dout <= ram[a_raddr];
end : ram_porta
always_ff @(posedge clk) begin : ram_portb
    if (b_wen) begin
        ram[b_waddr] <= b_din;
    end
    b_dout <= ram[b_raddr];
end : ram_portb
endmodule : apd04_dpsram
module apd04_topk_minheap
#(
    parameter DATA_WIDTH = 32,
    parameter TOP_K      = 128
)
(
    input  logic                    clk,
    input  logic                    aresetn,
    input  logic [DATA_WIDTH - 1:0] s_axis_din_tdata,
    input  logic                    s_axis_din_tvalid,
    input  logic                    s_axis_din_tlast,
    output logic                    s_axis_din_tready,
    output logic [DATA_WIDTH - 1:0] m_axis_dout_tdata,
    output logic                    m_axis_dout_tvalid,
    output logic                    m_axis_dout_tlast
);
localparam                                 HEAP_ADDR_WIDTH        = $clog2(TOP_K);
localparam                                 HEAP_PTR_WIDTH         = HEAP_ADDR_WIDTH + 2;
typedef logic [DATA_WIDTH - 1:0] payload_t;
typedef logic [HEAP_ADDR_WIDTH - 1:0] heap_addr_t;
typedef logic [HEAP_PTR_WIDTH - 1:0] heap_ptr_t;
typedef enum logic [2:0]
{
    STATE_CLEAR,
    STATE_HEAP_NOTFULL,
    STATE_SIFT_UP,
    STATE_HEAP_FULL,
    STATE_SIFT_DN,
    STATE_OUTPUT
} state_e;
state_e                                    state;
logic                                      din_valid;
heap_ptr_t                                 heap_ptr;
logic                                      last_data_flag;
heap_addr_t                                cmp_rd_a_addr;
heap_addr_t                                cmp_rd_b_addr;
heap_addr_t                                swap_wb_a_addr;
heap_addr_t                                swap_wb_b_addr;
logic                                      swap_valid;
logic                                      swap_at_full;
heap_ptr_t                                 left_leaf_addr;
heap_ptr_t                                 right_leaf_addr;
logic                                      nxt_left_leaf_ovfl;
logic                                      nxt_right_leaf_ovfl;
logic                                      right_leaf_ovfl;
payload_t                                  swap_data_cache;
payload_t                                  cmp_lchild;
logic                                      lchild_less_rchild;
logic                                      swap_execute;
payload_t                                  minimum_leaf;
heap_addr_t                                minimum_leaf_addr;
heap_addr_t                                minimum_leaf_addr_safe;
payload_t                                  heap_top_cache;
logic                                      din_gt_heap_top;
logic                                      sift_stage;
logic                                      sift_dn_din_swap;
heap_addr_t                                sift_dn_last_swap_addr;
logic                                      sift_dn_cmp_inv;
heap_addr_t                                heap_pa_waddr;
heap_addr_t                                heap_pb_waddr;
payload_t                                  heap_pa_wdata;
payload_t                                  heap_pb_wdata;
logic                                      heap_pa_wen;
logic                                      heap_pb_wen;
heap_addr_t                                heap_pa_raddr;
heap_addr_t                                heap_pb_raddr;
payload_t                                  heap_pa_rdata;
payload_t                                  heap_pb_rdata;
assign din_valid                  = s_axis_din_tvalid && s_axis_din_tready;
assign lchild_less_rchild         = cmp_lchild < heap_pb_rdata;
assign din_gt_heap_top            = s_axis_din_tdata > heap_top_cache;
assign swap_execute               = swap_valid && (lchild_less_rchild ^ sift_dn_cmp_inv);
assign minimum_leaf_addr          = ((lchild_less_rchild) ? cmp_rd_a_addr : cmp_rd_b_addr);
assign swap_at_full               = (minimum_leaf < swap_data_cache);
assign left_leaf_addr             = {minimum_leaf_addr, 1'b0} + 'd1;
assign right_leaf_addr            = {minimum_leaf_addr, 1'b0} + 'd2;
assign nxt_left_leaf_ovfl         = left_leaf_addr > (TOP_K - 1);
assign nxt_right_leaf_ovfl        = right_leaf_addr > (TOP_K - 1);
assign minimum_leaf_addr_safe     = right_leaf_ovfl ? cmp_rd_a_addr : minimum_leaf_addr;
assign minimum_leaf               = right_leaf_ovfl ? heap_pa_rdata :
    (((lchild_less_rchild) ? heap_pa_rdata : heap_pb_rdata));
assign m_axis_dout_tdata          = heap_pa_rdata;
always_ff @(posedge clk, negedge aresetn) begin
    if (!aresetn) begin
        state                  <= STATE_CLEAR;
        s_axis_din_tready      <= '0;
        m_axis_dout_tvalid     <= '0;
        heap_ptr               <= '0;
        cmp_rd_a_addr          <= '0;
        cmp_rd_b_addr          <= '0;
        swap_valid             <= '0;
        swap_data_cache        <= '0;
        sift_dn_din_swap       <= '0;
        sift_dn_last_swap_addr <= '0;
        sift_dn_cmp_inv        <= '0;
        sift_stage             <= '0;
        right_leaf_ovfl        <= '0;
        last_data_flag         <= '0;
        m_axis_dout_tvalid     <= '0;
        m_axis_dout_tlast      <= '0;
    end
    else begin
        case (state)
            STATE_CLEAR: begin
                m_axis_dout_tvalid <= '0;
                m_axis_dout_tlast  <= '0;
                if (heap_ptr == (TOP_K / 2)) begin
                    state                  <= STATE_HEAP_NOTFULL;
                    s_axis_din_tready      <= '1;
                    heap_ptr               <= '0;
                end
                else begin
                    heap_ptr               <= heap_ptr + 'd1;
                    s_axis_din_tready      <= '0;
                end
            end
            STATE_HEAP_NOTFULL: begin
                if (din_valid) begin
                    heap_ptr               <= heap_ptr + 'd1;
                    if (heap_ptr != '0) begin
                        swap_valid                          <= '1;
                        swap_data_cache                     <= s_axis_din_tdata;
                        cmp_rd_a_addr                       <= (heap_ptr - 1) >> 1;                 
                        cmp_rd_b_addr                       <= (((heap_ptr - 1) >> 1) - 1) >> 1;    
                        state                               <= STATE_SIFT_UP;
                        s_axis_din_tready                   <= '0;
                        if (s_axis_din_tlast) begin
                            last_data_flag     <= '1;
                        end
                    end
                    else begin
                        if (s_axis_din_tlast) begin
                            state              <= STATE_OUTPUT;
                        end
                        else begin
                            cmp_rd_a_addr      <= heap_ptr + 'd1;    
                            cmp_rd_b_addr      <= heap_ptr >> 1;     
                        end
                    end
                end
            end
            STATE_SIFT_UP: begin
                if (swap_execute) begin
                    cmp_rd_a_addr          <= cmp_rd_b_addr;                 
                    cmp_rd_b_addr          <= (cmp_rd_b_addr - 'd1) >> 1;    
                end
                else begin
                    swap_valid             <= '0;
                    if (last_data_flag) begin
                        heap_ptr                            <= '0;
                        state                               <= STATE_OUTPUT;
                    end
                    if (heap_ptr == TOP_K) begin
                        cmp_rd_a_addr                       <= 'd1;
                        cmp_rd_b_addr                       <= 'd2;
                        state                               <= STATE_HEAP_FULL;
                    end
                    else begin
                        cmp_rd_a_addr                       <= heap_ptr[$bits(heap_addr_t) - 1:0];  
                        cmp_rd_b_addr                       <= (heap_ptr - 1) >> 1;                 
                        state                               <= STATE_HEAP_NOTFULL;
                    end
                    s_axis_din_tready      <= '1;
                end
            end
            STATE_HEAP_FULL : begin
                if (din_valid) begin
                    if (din_gt_heap_top) begin
                        swap_data_cache                     <= s_axis_din_tdata;
                        state                               <= STATE_SIFT_DN;
                        sift_dn_din_swap                    <= '1;
                        sift_stage                          <= '0;
                        right_leaf_ovfl                     <= '0;
                        s_axis_din_tready                   <= '0;
                        if (s_axis_din_tlast) begin
                            last_data_flag     <= '1;
                        end
                    end
                    else begin
                        if (s_axis_din_tlast) begin
                            state              <= STATE_OUTPUT;
                            heap_ptr           <= '0;
                        end
                    end
                end
            end
            STATE_SIFT_DN: begin
                if (!sift_stage) begin
                    sift_stage             <= ~sift_stage;
                    sift_dn_din_swap       <= '0;
                    if (!sift_dn_din_swap) begin
                        right_leaf_ovfl                     <= nxt_right_leaf_ovfl;
                    end
                    else begin
                        right_leaf_ovfl                     <= '0;
                    end
                    if (!nxt_left_leaf_ovfl)  cmp_rd_a_addr <= left_leaf_addr[$bits(heap_addr_t) - 1:0];
                    if (!nxt_right_leaf_ovfl) cmp_rd_b_addr <= right_leaf_addr[$bits(heap_addr_t) - 1:0];
                    sift_dn_last_swap_addr <= minimum_leaf_addr_safe;
                    if (!swap_at_full || nxt_left_leaf_ovfl) begin
                        if (last_data_flag) begin
                            heap_ptr           <= '0;
                            state              <= STATE_OUTPUT;
                        end
                        else begin
                            cmp_rd_a_addr      <= 'd1;
                            cmp_rd_b_addr      <= 'd2;
                            s_axis_din_tready  <= '1;
                            state              <= STATE_HEAP_FULL;
                        end
                    end
                end
                else begin
                    sift_stage             <= ~sift_stage;
                end
            end
            STATE_OUTPUT : begin
                m_axis_dout_tlast  <= (heap_ptr == (TOP_K - 1));
                m_axis_dout_tvalid <= '1;
                if (heap_ptr == (TOP_K - 1)) begin
                    state                  <=  STATE_CLEAR;
                end
                else begin
                    heap_ptr               <= heap_ptr + 'd1;
                end
            end
        endcase
    end
end
always_ff @(posedge clk, negedge aresetn) begin : heap_top_cache_mgmt
    if (!aresetn) begin
        heap_top_cache <= '0;
    end
    else begin
        if (heap_pa_wen && (heap_pa_waddr == '0)) begin
            heap_top_cache <= heap_pa_wdata;
        end
        if (heap_pb_wen && (heap_pb_waddr == '0)) begin
            heap_top_cache <= heap_pb_wdata;
        end
    end
end : heap_top_cache_mgmt
always_ff @(posedge clk, negedge aresetn) begin : heap_swap_addr_sfr
    if (!aresetn) begin
        swap_wb_a_addr <= '0;
        swap_wb_b_addr <= '0;
    end
    else begin
        swap_wb_a_addr <= cmp_rd_a_addr;
        swap_wb_b_addr <= cmp_rd_b_addr;
    end
end : heap_swap_addr_sfr
always_comb begin : cmp_src_sel
    case (state)
        STATE_SIFT_UP : begin
            cmp_lchild = swap_data_cache;  
        end
        STATE_SIFT_DN: begin
            cmp_lchild = heap_pa_rdata;    
        end
        default: begin
            cmp_lchild = '0;
        end
    endcase
end : cmp_src_sel
always_comb begin : heap_ctrl_sel
    case (state)
        STATE_CLEAR: begin
            heap_pa_wdata = '0;
            heap_pa_waddr = {1'b0, heap_ptr[$bits(heap_addr_t) - 2:0]};
            heap_pa_wen   = '1;
            heap_pa_raddr = '0;
            heap_pb_wdata = '0;
            heap_pb_waddr = {1'b1, heap_ptr[$bits(heap_addr_t) - 2:0]};
            heap_pb_wen   = '1;
            heap_pb_raddr = '0;
        end
        STATE_HEAP_NOTFULL : begin
            heap_pa_wdata = s_axis_din_tdata;
            heap_pa_waddr = heap_ptr[$bits(heap_addr_t) - 1:0];
            heap_pa_wen   = din_valid;
            heap_pa_raddr = cmp_rd_a_addr;
            heap_pb_wdata = '0;
            heap_pb_waddr = '0;
            heap_pb_wen   = '0;
            heap_pb_raddr = (heap_ptr - 1) >> 1;
        end
        STATE_SIFT_UP : begin
            heap_pa_wdata = heap_pb_rdata;
            heap_pa_waddr = swap_wb_a_addr;
            heap_pa_wen   = swap_execute;
            heap_pa_raddr = cmp_rd_a_addr;
            heap_pb_wdata = swap_data_cache;
            heap_pb_waddr = swap_wb_b_addr;
            heap_pb_wen   = swap_execute;
            heap_pb_raddr = cmp_rd_b_addr;
        end
        STATE_HEAP_FULL: begin
            heap_pa_wdata = '0;
            heap_pa_waddr = '0;
            heap_pa_wen   = '0;
            heap_pa_raddr = cmp_rd_a_addr;
            heap_pb_wdata = '0;
            heap_pb_waddr = '0;
            heap_pb_wen   = '0;
            heap_pb_raddr = cmp_rd_b_addr;
        end
        STATE_SIFT_DN: begin
            if (!sift_stage) begin
                heap_pa_wdata = swap_at_full ? minimum_leaf : swap_data_cache;
                heap_pa_wen   = swap_at_full || sift_dn_din_swap;
                heap_pa_raddr = left_leaf_addr[$bits(heap_addr_t) - 1:0];
                heap_pb_wdata = swap_data_cache;
                heap_pb_wen   = swap_at_full;
                heap_pb_raddr = right_leaf_addr[$bits(heap_addr_t) - 1:0];
                if (sift_dn_din_swap) begin
                    heap_pa_waddr = '0;
                    heap_pb_waddr = lchild_less_rchild ? 'd1 : 'd2;
                end
                else begin
                    heap_pa_waddr = sift_dn_last_swap_addr;
                    heap_pb_waddr = minimum_leaf_addr_safe;
                end
            end
            else begin
                heap_pa_wdata = '0;
                heap_pa_waddr = '0;
                heap_pa_wen   = '0;
                heap_pa_raddr = cmp_rd_a_addr;
                heap_pb_wdata = '0;
                heap_pb_waddr = '0;
                heap_pb_wen   = '0;
                heap_pb_raddr = cmp_rd_b_addr;
            end
        end
        STATE_OUTPUT : begin
            heap_pa_wdata = '0;
            heap_pa_waddr = '0;
            heap_pa_wen   = '0;
            heap_pa_raddr = heap_ptr[$bits(heap_addr_t) - 1:0];
            heap_pb_wdata = '0;
            heap_pb_waddr = '0;
            heap_pb_wen   = '0;
            heap_pb_raddr = '0;
        end
        default: begin
            heap_pa_wdata = '0;
            heap_pa_waddr = '0;
            heap_pa_wen   = '0;
            heap_pa_raddr = '0;
            heap_pb_wdata = '0;
            heap_pb_waddr = '0;
            heap_pb_wen   = '0;
            heap_pb_raddr = '0;
        end
    endcase
end : heap_ctrl_sel
apd04_dpsram #(
    .WORDS(TOP_K    ),
    .T    (payload_t)
)
heap_dpsram (
    .clk    (clk          ),
    .a_din  (heap_pa_wdata),
    .a_dout (heap_pa_rdata),
    .a_wen  (heap_pa_wen  ),
    .a_waddr(heap_pa_waddr),
    .a_raddr(heap_pa_raddr),
    .b_din  (heap_pb_wdata),
    .b_dout (heap_pb_rdata),
    .b_wen  (heap_pb_wen  ),
    .b_waddr(heap_pb_waddr),
    .b_raddr(heap_pb_raddr)
);
endmodule : apd04_topk_minheap
```
==> Slide: Implementation Results <==
Run Summary

Clock network
  – CTS resizes: 0
  – CTS max path bufs: 4
  – Clock latency (worst-skew pair): roughly 1100 ps
  – CTS buffer count: 518
  – CTS sink cnt: ~4300
  – # hold bufs at CTS: 0
  – Clock root cell: clkbuf_16
  – CTS tree: yes
  – Htree depth: 6
  – Worst-path clk slew: 50 ps
  – Postcts setup bufs: 0

Place
  – Hpwl dp: 834000 um
  – Placed cell count: approximately 33000
  – GPL Wtd Cong: roughly 1.1
  – Placed Area: about 0.27 mm^2
  – Input/output buffers: 70

STA
  – Final setup vio count: 0
  – Slew Limit Fails: 4
  – Max frequency: approximately 26 MHz
  – Worst slew margin: -6.53%
  – Worst slew pin tran: ~1600 ps
  – Final hold vios: 0
  – Clock skew: approximately 62 ps
  – Minimum clock period: a little under 40000 ps
  – Tcrit/Tclk final: 22.1%
  – Setup TNS: 0 ps
  – RSZ-0062 raised after global routing: no

Logic synthesis
  – Synth Instances: 27600
  – Post-Syn Area: about 0.26 mm^2
  – Flip-flops with a built-in enable: 4096
  – Post-synth ARST share: between 2 and 3%
  – Synth Area per Inst: about 9.3 um^2
  – Synth flops: roughly 4300
  – Main flop type: edfxtp_1
  – Distinct cells, synth: ~86
  – YS chip area: 0.257 mm^2
  – Synth Warn #: 1
  – Ys cells: about 28000
  – Seq share, synth: between 40% and 50%

Pwr
  – Int Pwr: roughly 1.7 mW
  – Combinational power share: 0.1%
  – Peak supply drop: between 0.00001 and 0.000015 V
  – Seq pwr share: approximately 51%
  – Leak: 98.8 nW
  – Psw: about 460 uW
  – Power per Cell Area: approximately 7.5 mW/mm^2
  – Switching share of power: around 21%
  – Clock power frac: approximately 49%

Job
  – Number of max-cap violations: 2
  – Log Warnings: just over 70

GRT
  – Initial antenna violation count: approximately 180
  – Grt ovf: 0
  – Largest net degree at the start of global routing: between 100 and 150
  – Global-route wire length before repair: between 1500000 and 2000000 um
  – Vias in the first global route: roughly 220k
  – GR Util All Layers: a little over half

Cells and area
  – Final instance area: around 0.29 mm^2
  – Area delta synth->final: 11.0%
  – Cell Count, Final, Fillers Out: around 34000
  – Layout cells sized above 1: about a tenth

Detailed routing
  – Detail-routed net length per standard cell: between 30 and 40 um
  – Routed Antenna Nets: 0
  – Starting DRC count in detailed routing: roughly 22000
  – # DRC: 0
  – DRT Wirelength: roughly 1300000 um
  – Via count: between 200k and 250k
  – Number of detailed-route iterations in the first pass: 9
  – Via/cell ratio: around 7

Worst setup path
  – WS Path Type: in -> reg
  – Crit-path max FO: 24
  – Crit. End Element: register
  – Critical Path Start Type: input pin
  – Worst path arrival time: about 40000 ps
  – Critical Path RT: around 180000 ps

Floorplan
  – Std cell rows: around 260
  – Chip Area: 0.517 mm^2
  – # IOs: roughly 71
  – Die width: 719 um
  – Floorplan utilization: between 50% and 60%
  – Die Height: just over 700 um
  – Core Region: about 0.51 mm^2

Min path
  – Hold/Removal Path Class: reg -> reg

Run status
  – Status: finished, violations left
  – Failing checks: capacitance limit, slew limit
cells in the final DEF, fill, tap and decap left out, drive strengths merged, types with 336 or more instances in the layout:
cell type	synthesis	layout
nand2	7592	7592
edfxtp	4096	4096
mux2i	3576	3576
nand3	2878	2878
buf	803	1337
nor2	1082	1082
a21oi	1064	1064
a311oi	760	760
and3	665	665
clkbuf	2330	661
a31oi	531	531
diode	0	336
cell families (layout without fill, tap and decap cells):
| group | Yosys count | count (layout) | synth area share [%] |
|---|---|---|---|
| AOI/OAI and AO/OA | 3637 | 3637 | 9.55 |
| xor gates and xnor gates | 18 | 18 | 0.0613 |
| adders and majority gates | 98 | 98 | 0.477 |
| buffers and inverters | 3251 | 2444 | 5.02 |
| DFF | 4281 | 4281 | 49.5 |
| muxes | 3654 | 3654 | 14.3 |
| other | 0 | 336 | 0 |
| and+or+nand+nor | 12700 | 12700 | 21.1 |
per-stage QoR:
| stage | util (%) | power [mW] | hold slack [ps] | setup slack, ps |
|---|---|---|---|---|
| floorplan | - | 1.12 | 352 | 138210 |
| detailed placement | 52.4 | 1.12 | 477 | 136870 |
| CTS | 55.5 | 2.15 | 489 | 138010 |
| global placement | 52.4 | 1.12 | 463 | 136790 |
| finish | 55.7 | 2.15 | 490 | 137720 |
| global route | 55.7 | 2.18 | 522 | 137750 |
cell usage after synthesis (121+ instances only):
library cell	number	area share, %
nand2_1	7592	11
edfxtp_1	4096	48
mux2i_1	3576	14
nand3_1	2878	5.6
clkbuf_1	2329	3.4
nor2_1	1081	1.6
a21oi_1	1062	2.1
a311oi_1	760	2.6
and3_1	665	1.6
buf_2	560	1.1
a31oi_1	531	1.3
o22ai_1	311	0.76
buf_1	240	0.35
o21ai_0	212	0.41
a211oi_1	161	0.47
a32oi_1	124	0.42
nor3_1	121	0.24
worst max-delay path, cell delays in order:
cell and delay, ps:
clkdlybuf4s50_1 730, and2_0 490, a21oi_1 260, nand2_1 140, nand2_1 90, nor2_1 430, nand2_2 580, o22ai_4 820
buf_4 770
path summary, 6_finish.rpt:
kind                                      startpoint                        end  slack [ps]  depth (start not counted)
max                                s_axis_din_tvalid    heap_dpsram.ram[24][27]      137720                          9
min                        sift_dn_last_swap_addr[2]  sift_dn_last_swap_addr[2]         490                          2
max reg2reg                                 state[2]      heap_dpsram.a_dout[5]      165690                         22
min reg2reg                sift_dn_last_swap_addr[2]  sift_dn_last_swap_addr[2]         490                          2
max in group asynchronous                    aresetn          swap_wb_a_addr[3]      141240                          2
min in group asynchronous                    aresetn        swap_data_cache[25]       34220                          1
routing by layer:
metal  global-route usage, %  wire length [um]  share of wire [%]
met4                    39.7            130000                 10
met2                    68.7            525000                 41
met1                    59.5            398000                 31
met5                    11.3              6800               0.53
met3                    37.8            234000                 18
power groups by stage:
stage / Sequential (mW) / Combinational (mW) / Clock [mW]
CTS: 1.09 / 0.00264 / 1.05
global route: 1.09 / 0.00281 / 1.09
finish: 1.09 / 0.00263 / 1.05
registers in the layout, summed over array words and instances, names as in the netlist, 6 cells and up:
signal,count
state,6
swap_wb_a_addr,7
heap_dpsram.b_dout,32
cmp_rd_b_addr,7
swap_wb_b_addr,7
cmp_rd_a_addr,7
heap_dpsram.a_dout,32
heap_ptr,9
swap_data_cache,32
heap_top_cache,32
heap_dpsram.ram,4096
sift_dn_last_swap_addr,7
area by class of cell:
class	instances	area [um^2]
diodes	336	841
repair buffers	1406	11100
well taps	6757	8450
flip-flops and latches	4281	127000
clock inverters	259	2360
fillers	43900	227000
multi-input cells	20100	121000
inverters	118	443
clock buffers	661	13800
Power is estimated from default activity; no workload was simulated.
